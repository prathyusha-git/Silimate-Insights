[flow/design.v]
module rewrite_adder4_21(input logic [3:0] a,b, output logic [4:0] y);
  logic [4:0] aa, bb;
  assign aa = {1'b0,a};
  assign bb = {1'b0,b};
  assign y = aa + bb;
endmodule
[flow/run.sh]
#!/bin/bash
# OpenROAD 26Q1-2900-gdf79404cd8, Yosys 0.63+post, stock flow scripts
make -C /OpenROAD-flow-scripts/flow DESIGN_CONFIG=/design/flow/config.mk WORK_HOME=/design/flow/orfs finish
[flow/config.mk]
export PLATFORM = sky130hd
export DESIGN_NAME = rewrite_adder4_21
export DESIGN_NICKNAME = rewrite_adder4_21
export VERILOG_FILES = /design/flow/design.v
export SDC_FILE = /design/flow/constraint.sdc
export NUM_CORES = 4
export LEC_CHECK = 1
export CORE_AREA = 10 10 70 70
export DIE_AREA = 0 0 80 80
[flow/constraint.sdc]
current_design rewrite_adder4_21

set clk_period 3.2
set clk_io_pct 0.2

create_clock -name clk0 -period $clk_period

set non_clock_inputs [all_inputs -no_clocks]
set_input_delay [expr $clk_period * $clk_io_pct] -clock clk0 $non_clock_inputs
set_output_delay [expr $clk_period * $clk_io_pct] -clock clk0 [all_outputs]
==> impl_metrics.toml <==
# flow metrics
[outcome]
status = "finished clean"

[sta]
setup_viol = 0
hold_violations = 0
maxSlewViolCount = 0
period_used_pct = 95.8
min_period_ns = 3.07
max_slew_margin_pct = 90.8
max_freq_mhz = 326
setup_tns_ns = 0
grt_setup_unrepaired = "false"
holdWs_ns = 2.36
worstMarginPinSlew_ns = 0.137

[synth]
ys.warnings.count = 0
synthAoiAreaFrac_pct = 15.6
simple_gate_share_pct = 9.17
syn_area_um2 = 136
synth.distinct_cells = 9
ys_area_um2 = 136
synthAdderAreaFrac_pct = 51.4
postSynthAreaPerCell_um2 = 8.52
synth.logic.top_family = "adder cells"
synthXorXnorAreaFrac_pct = 12.8
netlist_instances = 16
mux_share_pct = 0
ys_seq_share_pct = 0
yosysCellCount = 16

[finish]
nClkBuffers = 0
area_delta_synth_final_pct = 147
fillers = 408
ff_count = 0
seq_area_um2 = 0
post_route_cells_drive_above_1_share_pct = 13.3
design_area_um2 = 337

[die]
io_pins = 13
die_area_um2 = 6400
fp_util_pct = 3.99
die_x_um = 80
fp-row-count = 21
die_h_um = 80
core_um2 = 3420

[setup_path]
slowest_stage = "clkdlybuf4s50_1"
worst-path-buf-inv = 3
worst-path-max-fanout = 2
crit_path_end_kind = "output pin"
start_kind = "primary input"
cpMostUsedCell = "clkdlybuf4s50_1"
crit_family = "buffers and inverters"
worstPathRequired_ns = 2.56
critPathKind = "primary input to output pin"
slowest_delay_ns = 0.49
cp.arrival_ns = 2.43
crit_chain = "clkdlybuf4s50_1 -> ha_2 -> inv_1 -> fa_2 -> nor2b_1 -> o21ai_1 -> nand2b_1 -> clkdlybuf4s50_1"

[place]
gp_congestion = 0.751
io_buffers = 13
dpl_cell_area_um2 = 324

[global_routing]
grt-ovfl-total = 0
grt_pass1_wl_um = 910
grt_pass1_vias = 174
grt_antenna_before_repair = 0
grt_use_total_pct = 1.73
grt_max_degree = 4

[pwr]
ir_drop_mv = 0.0181
power_density_nw_per_um2 = 146
p_total_mw = 0.0492
leakagePower_nw = 0.132

[job]
warnings = 32
maxCapViolCount = 0

[route]
antenna_cells = 0
vias = 159
ant_nets = 0
drt_iter0_drc = 1
drtPass1Iterations = 2
vias_per_cell = 2.09
wl_per_cell_um = 7.30
routed_wl_um = 555
drc = 0

[min_path]
hold_class = "primary input to output pin"

[clock_tree]
hold_buffers = 0
where the power goes:
| part | leakage (nW) | internal [mW] | switching, mW | total [mW] |
|---|---|---|---|---|
| clock | 0 | 0 | 0 | 0 |
| sequential | 0 | 0 | 0 | 0 |
| combinational | 0.132 | 0.0349 | 0.0143 | 0.0492 |
| total | 0.132 | 0.0349 | 0.0143 | 0.0492 |
path summary, 6_finish.rpt:
path              start  slack [ns]   end  depth (start not counted)
setup / recovery   b[0]        0.13  y[4]                          8
hold / removal     a[0]        2.36  y[0]                          3
area by class of cell:
cell class | count | area, µm² | area share (%)
inverters | 4 | 15.0 | 4.46
multi-input cells | 12 | 126 | 37.5
well taps | 46 | 57.6 | 17.1
repair buffers | 14 | 138 | 40.9
metrics by stage:
step                      util (%)  cells  setup WS [ns]
after global placement        9.49     75         0.0514
final                         9.85     76          0.133
after floorplan                  -     16           1.13
after global routing          9.85     76        0.00236
after detailed placement      9.49     75         0.0614
after CTS                     9.49     75         0.0554
kinds of logic (layout without fill, tap and decap cells):
| kind of cell | after synthesis | after routing |
|---|---|---|
| adders and majority gates | 5 | 5 |
| buffers and inverters | 4 | 18 |
| AOI/OAI and AO/OA | 3 | 3 |
| and+or+nand+nor | 2 | 2 |
| xor gates and xnor gates | 2 | 2 |
layout by cell type (no fill, tap or decap):
cell              n
ha_2              1
buf_4             1
xnor2_1           2
nor2b_1           1
nand2b_1          1
inv_1             4
a21oi_2           1
clkdlybuf4s50_1  13
o21ai_1           1
ha_1              3
fa_2              1
a21o_1            1
synthesized netlist by cell type:
library cell	n	share of area, %
fa_1	1	15
o21ai_0	1	3.7
nand2b_1	1	4.6
a21o_1	1	5.5
xnor2_1	2	13
inv_1	4	11
nor2b_1	1	4.6
a21oi_2	1	6.4
ha_1	4	37
layer usage:
layer / part of all wire, % / global-route usage, % / vias to the layer above
met5: 0 / 0 / -
met4: 0 / 0 / 0
met3: 18 / 1.14 / 0
met2: 34 / 2.17 / 11
met1: 49 / 2.51 / 69
li1: - / - / 79
timing repair:
action	CTS	global route
buffers inserted	0	1
gates resized	0	3
hold endpoints to repair	0	0
endpoints found under the setup margin	0	1
No activity file was given, so power comes from the tool's default toggle rates.

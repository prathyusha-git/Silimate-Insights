==> run.sh <==
#!/bin/bash
# OpenROAD 26Q1-2900-gdf79404cd8, Yosys 0.63+post, stock flow scripts
make -C /OpenROAD-flow-scripts/flow DESIGN_CONFIG=/design/flow/config.mk WORK_HOME=/design/flow/orfs finish
==> config.mk <==
export PLATFORM = sky130hd
export DESIGN_NAME = rewrite_adder4_2
export DESIGN_NICKNAME = rewrite_adder4_2
export VERILOG_FILES = /design/flow/design.v
export SDC_FILE = /design/flow/constraint.sdc
export NUM_CORES = 4
export LEC_CHECK = 1
export CORE_AREA = 10 10 70 70
export DIE_AREA = 0 0 80 80
==> constraint.sdc <==
current_design rewrite_adder4_2

set clk_period 1.9
set clk_io_pct 0.2

create_clock -name clk0 -period $clk_period

set non_clock_inputs [all_inputs -no_clocks]
set_input_delay [expr $clk_period * $clk_io_pct] -clock clk0 $non_clock_inputs
set_output_delay [expr $clk_period * $clk_io_pct] -clock clk0 [all_outputs]
==> design.v <==
module rewrite_adder4_2(input logic [3:0] a,b, output logic [4:0] y);
  logic [4:0] aa, bb;
  assign aa = {1'b0,a};
  assign bb = {1'b0,b};
  assign y = aa + bb;
endmodule
==> impl_metrics.csv <==
group,metric,value,unit
placed_design,numPortBuffers,13,
finish,drive_above_1_share,0.448,
yosys,yosys_warnings,0,
grt,antenna_violations_before_repair,0,
power,total_power,76.0,uW
floorplan,floorplanUtilization,0.0399,
critical_path,worst_ep_required_time,1.52,ns
yosys,ys_area,136,um2
power,ir_worst_vdd,0.0000356,V
final_timing,report.final.slew_viol_count,0,
route,finalWirelength,546,um
hold_path,min-delay-path-class,"in2out",
critical_path,critPathCaptureType,"primary output",
final_timing,totalNegativeSetupSlack,0,ns
route,drt-vias-per-instance,2.08,
finish,multi_input_comb_area,164,um2
grt,grt_start_max_net_pins,4,
floorplan,std_cell_rows,21,
route,drtIter0Drc,0,
route,routed_wire_length_per_instance,7.28,um
yosys,ys_seq_share,0,
yosys,yosys-stat-cells,16,
critical_path,critical_path_arrival,1.46,ns
route,antenna_left,0,
finish,synthToLayoutAreaGrowth,152,%
status,status,"complete, no violations",
final_timing,final-hold-violation-count,0,
yosys,synthDistinctLibCells,9,
final_timing,timing.final.crit_period,1.84,ns
final_timing,setup_viol,0,
floorplan,die_height,80,um
yosys,top_cells_by_count,"sky130_fd_sc_hd__ha_1 (4), sky130_fd_sc_hd__inv_1 (4), sky130_fd_sc_hd__xnor2_1 (2)",
floorplan,x_dimension_of_the_die,80,um
yosys,synth.top_cell.area_share,0.367,
final_timing,rsz_0062_raised_after_global_routing,"false",
critical_path,timing.critical_path.from,"a[0]",
grt,first_pass_grt_wire_length,814,um
finish,area.sequential,0,um2
critical_path,critical_path.max_fanout,2,
finish,clockBufferCount,0,
final_timing,max_slew_margin,0.902,
critical_path,worst_path_class_setup,"in2out",
finish,fin_util,0.101,
placed_design,gp_routability_congestion,0.771,
grt,overall_overflow_remaining_after_global_route,0,
yosys,yosys-top-cells-area,"sky130_fd_sc_hd__ha_1 (37%), sky130_fd_sc_hd__fa_1 (15%), sky130_fd_sc_hd__xnor2_1 (13%), sky130_fd_sc_hd__inv_1 (11%), sky130_fd_sc_hd__a21oi_2 (6.4%)",
job,stage_log_warnings,32,
yosys,synthCells,16,
final_timing,worst-slew-pin-transition,0.146,ns
job,maxCapViolations,0,
route,remaining_routing_drc_violations,0,
grt,grt_pass1_vias,165,
floorplan,pin_count,13,
route,antenna-diode-count,0,
grt,grtUsageTotal,0.0157,
yosys,post_synth.cell_area_avg,8.52,um2
hold_path,hold_crit_depth,5,
placed_design,place_hpwl,482,um
yosys,post_synth_instance_area,136,um2
clock_tree,postCtsSetupBuffers,0,
placed_design,place_area,324,um2
route,detail_route.first_pass.iterations,1,
route,vias,156,
clock_tree,holdBufCountCts,0,
final_timing,max_freq,544,MHz
finish,layout.filler_cells,402,
power,leakage_power_figure,0.000138,uW
floorplan,die_area,6400,um2
yosys,largest_area_cell,"sky130_fd_sc_hd__ha_1",
floorplan,core-area,3420,um2
hold_path,hold_path_startpoint,"b[2]",
finish,flops,0,
final_timing,final_min_period_over_clock_period,0.968,
critical_path,critical_path.startpoint_type,"input port",
finish,final_design_area_no_fill,344,um2
power,p_per_area,221,nW/um2
-- cell type report --
cell class,instances,share of cell area
Timing Repair Buffer,13,0.313
Tap cell,46,0.167
Inverter,4,0.0436
Multi-Input combinational cell,12,0.476
-- cells by family after synthesis --
group / Yosys count / share of synthesized area
AND-OR/OR-AND: 3 / 0.156
XOR/XNOR: 2 / 0.128
adder cells (fa/ha/maj): 5 / 0.514
buffers and inverters: 4 / 0.110
AND/OR/NAND/NOR: 2 / 0.0918
-- cells in the final DEF, fill, tap and decap left out --
master                            synthesis  final
sky130_fd_sc_hd__clkdlybuf4s50_1          0      3
sky130_fd_sc_hd__ha_1                     4      1
sky130_fd_sc_hd__nor2b_2                  0      1
sky130_fd_sc_hd__buf_4                    0      1
sky130_fd_sc_hd__fa_2                     0      1
sky130_fd_sc_hd__a21oi_2                  1      1
sky130_fd_sc_hd__inv_1                    4      2
sky130_fd_sc_hd__ha_4                     0      3
sky130_fd_sc_hd__xnor2_1                  2      2
sky130_fd_sc_hd__o21ai_1                  0      1
sky130_fd_sc_hd__dlygate4sd2_1            0      5
sky130_fd_sc_hd__nand2b_1                 1      1
sky130_fd_sc_hd__a21o_1                   1      1
sky130_fd_sc_hd__clkbuf_2                 0      2
sky130_fd_sc_hd__buf_6                    0      1
sky130_fd_sc_hd__inv_2                    0      2
sky130_fd_sc_hd__buf_2                    0      1
-- repair_timing --
action                     4_1_cts  5_1_grt
pin swaps                        6        3
setup endpoints to repair        5        1
gates resized                   27        6
-- through the flow --
| stage | hold slack (ns) | setup WS [ns] | cells |
|---|---|---|---|
| detailed placement | 1.80 | -0.780 | 75 |
| CTS | 1.40 | 0.0106 | 75 |
| floorplan | 0.832 | 0.349 | 16 |
| global placement | 1.81 | -0.720 | 75 |
| global route | 1.39 | 0.0107 | 75 |
| finish | 1.35 | 0.0603 | 75 |
-- final timing paths --
path / to / slack, ns
worst max-delay path: y[1] / 0.06
worst min-delay path: y[4] / 1.35
-- per-layer routing --
layer,part of all wire,wire [um],global-route usage
met5,0,0,0
met4,0,0,0
met3,0.24,133,0.0136
met2,0.31,168,0.0201
met1,0.45,245,0.0205
-- power by group --
group | leakage (uW) | switching (uW) | internal [uW]
clock network | 0 | 0 | 0
logic | 0.000138 | 26.8 | 49.2
registers | 0 | 0 | 0
total | 0.000138 | 26.8 | 49.2
-- critical path, stage by stage --
cell and delay (ns):
sky130_fd_sc_hd__buf_4 0.10, sky130_fd_sc_hd__ha_4 0.13, sky130_fd_sc_hd__inv_2 0.04, sky130_fd_sc_hd__fa_2 0.54, sky130_fd_sc_hd__inv_1 0.03, sky130_fd_sc_hd__dlygate4sd2_1 0.23
Power and IR drop assume default switching activity.

==> flow/config.mk <==
export PLATFORM = sky130hd
export DESIGN_NAME = rewrite_adder4_14
export DESIGN_NICKNAME = rewrite_adder4_14
export VERILOG_FILES = /design/flow/design.v
export SDC_FILE = /design/flow/constraint.sdc
export NUM_CORES = 4
export LEC_CHECK = 1
export CORE_AREA = 10 10 70 70
export DIE_AREA = 0 0 80 80
==> flow/constraint.sdc <==
current_design rewrite_adder4_14

set clk_period 2.4
set clk_io_pct 0.2

create_clock -name clk0 -period $clk_period

set non_clock_inputs [all_inputs -no_clocks]
set_input_delay [expr $clk_period * $clk_io_pct] -clock clk0 $non_clock_inputs
set_output_delay [expr $clk_period * $clk_io_pct] -clock clk0 [all_outputs]
==> flow/design.v <==
module rewrite_adder4_14(input logic [3:0] a,b, output logic [4:0] y);
  logic [4:0] aa, bb;
  assign aa = {1'b0,a};
  assign bb = {1'b0,b};
  assign y = aa + bb;
endmodule
==> flow/run.sh <==
#!/bin/bash
# OpenROAD 26Q1-2900-gdf79404cd8, Yosys 0.63+post, stock flow scripts
make -C /OpenROAD-flow-scripts/flow DESIGN_CONFIG=/design/flow/config.mk WORK_HOME=/design/flow/orfs finish
==> results_slide.txt <==
Flow Results at a Glance

Min path
  • Worst min path class: input pin to primary output
  • Hold wc startpoint: a[2]

Synthesis
  • YS chip area: 136 um2
  • Xor/xnor share: between 10% and 20%
  • Synth Cell Area: 136 um2
  • Yosys simple share: a little under a tenth
  • Avg Cell Area, Syn: 8.52 um2
  • Distinct lib cells used: 9
  • Tally of yosys warning messages: 0
  • Yosys Instances: 16
  • Mux area share: 0%
  • Yosys aoi share: 15.6%
  • Synth Seq Share: 0%
  • Largest family of logic cells by area: adder cells
  • Post-Syn Instances: 16
  • Adder Area Share: 51.4%

Timing
  • Max-slew violations: 0
  • Least-Margin Pin Slew: 0.131 ns
  • Slew margin rel.: 91.3%
  • Max Freq: 429 MHz
  • Final Hold Fails: 0
  • Final min period: approximately 2.3 ns
  • Final setup margin: between 0.06 and 0.07 ns
  • Post-layout period usage: 97.2%
  • WHS: approximately 1.5 ns
  • Sum Neg Setup Slack: 0 ns
  • Final setup fails: 0

Detailed routing
  • # DRC: 0
  • Inserted Diodes: 0
  • Drt first pass iters: 1
  • Iter 0 DRT Violations: 0
  • Vias: 154
  • Post-Route WL: ~530 um
  • DR vias/cell: ~2.0
  • ANT nets after route: 0
  • Wirelength per Cell: 6.94 um

Cells and area
  • Share of post-route cells with drive strength above 1: approximately a third
  • Cell area after layout: 358 um2
  • Top cell excl fill/tap: clkdlybuf4s50_1
  • Area delta synth->final: 162%
  • Non-Filler Instances: 77
  • Seq. cell area: 0 um2
  • Most numerous logic cells after layout: clkdlybuf4s50_1, dlygate4sd2_1
  • Fill cells: roughly 400
  • CLK BUF: 0
  • Seq cells: 0

Setup path
  • Crit path from: b[1]
  • Worst Path Required: 1.92 ns
  • Critical path class: input pin to primary output
  • Crit path max fanout: 2
  • Startpoint Class: input pin
  • WP data arrival: 1.85 ns
  • Crit end category: primary output

GRT
  • Antenna violations before repair: 0
  • First-pass GRT wire length: ~760 um
  • Largest net degree at the start of global routing: 4
  • Vias in the first global route: 146
  • Total track usage: ~1.5%
  • Grt total ovfl: 0

Die
  • I/O pins: 13
  • Core region area: 3420 um2
  • Die W: 80 um
  • Die height: 80 um
  • Fp util: 3.99%
  • Die Size: 6400 um2
  • Row cnt: 21

Run status
  • Status: finished, final reports clean

Place
  • Post-Place Setup Slack: -0.446 ns
  • PortBufs: 13
  • Placed inst area: 324 um2
  • Dpl cells: between 70 and 80
  • DP Wirelength: 475 um
  • Gpl congestion: 0.760

Job
  • Count of tool warnings: 33
  • # Max-Cap Violations: 0

Pwr
  • Leakage Power: between 0.15 and 0.2 nW
  • Maximum VDD drop: ~28 uV
  • Pwr dens: ~180 nW/um2

Clock tree
  • Hold_buf cts: 0
cell families (layout without fill, tap and decap cells):
group / count (synthesis) / after routing
adders and majority gates: 5 / 5
and+or+nand+nor: 2 / 2
AOI/OAI and AO/OA: 3 / 3
buffers and inverters: 4 / 19
xor gates and xnor gates: 2 / 2
metrics by stage:
stage,power (mW),utilization (%)
6_report,0.0642,10.5
5_1_grt,0.0746,10.5
4_1_cts,0.0583,9.49
3_5_place_dp,0.0632,9.49
3_3_place_gp,0.0625,9.49
2_1_floorplan,0.0201,-
cell usage after synthesis:
| cell | number | area share (%) |
|---|---|---|
| ha_1 | 4 | 37 |
| inv_1 | 4 | 11 |
| xnor2_1 | 2 | 13 |
| a21o_1 | 1 | 5.5 |
| a21oi_2 | 1 | 6.4 |
| fa_1 | 1 | 15 |
| nand2b_1 | 1 | 4.6 |
| nor2b_1 | 1 | 4.6 |
| o21ai_0 | 1 | 3.7 |
cell type report:
| class | instances | area, um2 | share of cell area, % |
|---|---|---|---|
| multi-input cells | 12 | 149 | 41.6 |
| repair buffers | 15 | 136 | 38.1 |
| well taps | 46 | 57.6 | 16.1 |
| inverters | 4 | 15.0 | 4.20 |
layer usage:
metal	global-route usage (%)	wire (um)	up-vias
met3	1.48	136	0
met2	1.85	159	11
li1	-	-	82
met1	1.92	238	61
met5	0	0	-
met4	0	0	0
repair_timing:
item | 4_1_cts | 5_1_grt
setup buffers | 0 | 2
setup endpoints to repair | 4 | 2
gates resized | 12 | 9
pin swaps | 3 | 4
report_power, final:
group	leakage [nW]	internal [mW]	total (mW)	switching [mW]
combinational	0.160	0.0437	0.0642	0.0205
clock	0	0	0	0
sequential	0	0	0	0
worst max-delay path, stage by stage:
cell and delay, ns:
dlygate4sd2_1 0.22, inv_1 0.06, fa_2 0.37, nor2b_1 0.12
o21ai_1 0.08, nand2b_1 0.07, clkdlybuf4s50_1 0.46
final timing paths:
path | end | depth (start not counted)
hold / removal | y[2] | 4
setup / recovery | y[4] | 7
No activity file was given, so power comes from the tool's default toggle rates.
